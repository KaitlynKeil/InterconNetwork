**design/flow/design.v**
```verilog
module datamemory
#(
    parameter addresswidth  = 8,
    parameter depth         = 2**addresswidth,
    parameter width         = 32
)
(
    input 		                clk,
    output reg [width-1:0]      dataOut,
    input [addresswidth-1:0]    address,
    input                       writeEnable,
    input [width-1:0]           dataIn
);
    reg [width-1:0] memory [depth-1:0];
    always @(posedge clk) begin
        if(writeEnable)
            memory[address] <= dataIn;
        dataOut <= memory[address];
    end
endmodule
```
**design/flow/run.sh**
```bash
#!/bin/bash
# OpenROAD 26Q1-2900-gdf79404cd8, Yosys 0.63+post, stock flow scripts
make -C /OpenROAD-flow-scripts/flow DESIGN_CONFIG=/design/flow/config.mk WORK_HOME=/design/flow/orfs finish
```
**design/flow/constraint.sdc**
```tcl
current_design datamemory

set clk_period 66.6
set clk_io_pct 0.2

create_clock -name clk0 -period $clk_period [get_ports {clk}]

set non_clock_inputs [all_inputs -no_clocks]
set_input_delay [expr $clk_period * $clk_io_pct] -clock clk0 $non_clock_inputs
set_output_delay [expr $clk_period * $clk_io_pct] -clock clk0 [all_outputs]
```
**design/flow/config.mk**
```make
export PLATFORM = sky130hd
export DESIGN_NAME = datamemory
export DESIGN_NICKNAME = datamemory
export VERILOG_FILES = /design/flow/design.v
export SDC_FILE = /design/flow/constraint.sdc
export NUM_CORES = 4
export LEC_CHECK = 1
export CORE_UTILIZATION = 30
export SYNTH_MEMORY_MAX_BITS = 65536
```
==> impl_metrics.ini <==
; yosys + openroad results
[synthesis]
count_of_library_flops_with_an_enable_pin = 8192
number_of_register_bits_inferred_by_synthesis = 8224
async_flop_share_pct = 0
flop_cell = sky130_fd_sc_hd__edfxtp_1
yosysChipArea_um2 = 309000
post_synth_inst_count = 13090
number_of_standard_cells_reported_by_yosys = 13090
netlist-cell-type-count = 22
synth.top_cell.area_share_pct = 79.61
synthTopCellsByArea = sky130_fd_sc_hd__edfxtp_1, sky130_fd_sc_hd__mux4_2, sky130_fd_sc_hd__a22oi_1, sky130_fd_sc_hd__a21oi_1, sky130_fd_sc_hd__clkbuf_1
post-synth-top-area-cell = sky130_fd_sc_hd__edfxtp_1
yosys_warnings = 1
synth.avg_cell_area_um2 = 23.61
mappedNetlistArea_um2 = 309000
yosysSeqAreaShare_pct = 79.82

[placed_design]
buffer_ports.inserted = 73
gp_congestion = 0.8594
hpwlAfterDp_mm = 502.7
pre_cts_slack_ns = 45.67

[final_timing]
setup_viol_count_final = 0
drv_slew = 0
max_clock_freq_mhz = 50.92
tightestPinTransition_ns = 1.418
max-slew-margin-rel_pct = 4.204
worst_clock_skew_ns = 0.1190
final.setup.worst_slack_ns = 46.96
grt_setup_unrepaired = false
final.setup.tns_ns = 0
timing.final.crit_share_pct = 29.49
finalHoldViolCount = 0
post-route-min-period_ns = 19.64

[global_routing]
grt_antenna_before_repair = 47
grt-ovfl-total = 0
pin_count_of_the_biggest_net_entering_global_routing = 109
global_route.usage.met1_pct = 17.29
grt_pass1_wl_mm = 1217
vias_in_the_first_global_route = 162000
globalRoute.busiestLayer = met2
grtUsageTotal_pct = 17.86
grt_use_met3_pct = 16.06
groute.layer.met2.usage_pct = 26.38

[cts]
clk_pin_slew_ns = 0.06
post_cts_resize_count = 0
ctsHoldBuffers = 0
tritoncts.num_buffers = 813
cts-htree-levels = 6
tritoncts = built
cts_setup_buffers = 0
clock-sinks = 8224
clock_tree.buffer_depth = 4
clk_latency_ns = 1.17
clockRootBuffer = sky130_fd_sc_hd__clkbuf_16

[route]
wire_per_inst_um = 30.46
antenna_violating_nets_post_route = 0
route.vias.total = 145900
drtPass1Iterations = 5
drcViolationCount = 0
postRouteWirelength_mm = 866.0
detail_route.iter0.violations = 9632
route.detailed.vias_per_inst = 5.133

[setup_path]
setup.worst_path.end_class = flip-flop
timing.critical_path.fanout_max = 45
worst_setup_path_startpoint = address[0]
cp_data_arrival_time_ns = 20.65
cp.required_ns = 67.61
cp-start-kind = input port
crit_type = input port to flip-flop
r2r_start = memory[238][29]

[flow_run]
tool_warnings = 39
max-cap-violations = 0

[die]
coreArea_um2 = 1026000
floorplan.core_util_pct = 30.11
chip_area_um2 = 1034000
die.size.x_mm = 1.017
die_y_mm = 1.017
ioPinCount = 74
row_count = 372

[status]
run_status = completed

[hold_path]
worst_hold_startpoint = memory[67][8]
holdCritPathClass = flip-flop to flip-flop

[layout]
areaGrowthSynthToFinish_pct = 16.16
drive_gt1_share_pct = 30.04

[pwr]
power.density_cell_area_nw_per_um2 = 29.63
power.ir.vdd_worst_mv = 0.03203
power.static_leakage_nw = 107.8
## registers in the layout (all words and copies together), names as in the netlist
register / cells
dataOut: 32
memory: 8192
## path summary, 6_finish.rpt
path,end,slack [ns],cells past startpoint
worst max-delay path,dataOut[21],46.96,15
worst min-delay path,dataOut[8],0.99,5
worst max register to register,dataOut[29],63.54,5
worst min register to register,dataOut[8],0.99,5
## cell usage in the layout (no fill, tap or decap), types with 127 or more instances in the layout
master | Yosys | routed
sky130_fd_sc_hd__clkbuf_16 | 0 | 820
sky130_fd_sc_hd__a22oi_1 | 1024 | 1024
sky130_fd_sc_hd__nor2_4 | 0 | 228
sky130_fd_sc_hd__a21oi_1 | 512 | 511
sky130_fd_sc_hd__clkinv_1 | 0 | 233
sky130_fd_sc_hd__edfxtp_1 | 8192 | 8192
sky130_fd_sc_hd__mux4_2 | 2048 | 2048
sky130_fd_sc_hd__buf_4 | 21 | 858
sky130_fd_sc_hd__clkbuf_1 | 498 | 177
sky130_fd_sc_hd__clkinv_2 | 0 | 127
## area by class of cell
| cell class | count | area (um^2) |
|---|---|---|
| Tap cell | 13650 | 17080 |
| Antenna cell | 55 | 137.6 |
| Clock inverter | 478 | 4263 |
| Multi-Input combinational cell | 4066 | 61920 |
| Inverter | 1 | 3.754 |
| Timing Repair Buffer | 941 | 7567 |
| Clock buffer | 1009 | 21350 |
| Sequential cell | 8224 | 246600 |
| Fill cell | 92430 | 667400 |
## power by group
group	total [W]	leakage, nW	internal [W]	switching, W
sequential	0.00572	73.9	0.00571	0.0000153
combinational	0.000502	21.4	0.000169	0.000334
clock	0.00441	12.4	0.00247	0.00195
## metrics by stage
step	utilization (%)	power [W]	cell area (um^2)	hold slack [ns]	instances
6_report	34.98	0.01063	359000	0.9869	28430
5_1_grt	34.97	0.01093	358900	1.054	28400
4_1_cts	34.96	0.01071	358800	0.9822	28370
3_5_place_dp	32.46	0.006338	333200	0.9683	26880
3_3_place_gp	32.46	0.006332	333200	0.9671	26880
2_1_floorplan	-	0.006057	309000	0.8191	13090
## Yosys cell counts, types with 4 or more instances
cell type,count
sky130_fd_sc_hd__dfxtp_1,32
sky130_fd_sc_hd__nor2_1,232
sky130_fd_sc_hd__mux4_2,2048
sky130_fd_sc_hd__edfxtp_1,8192
sky130_fd_sc_hd__nor2b_1,7
sky130_fd_sc_hd__a21oi_1,512
sky130_fd_sc_hd__nand4_1,32
sky130_fd_sc_hd__buf_1,64
sky130_fd_sc_hd__buf_4,21
sky130_fd_sc_hd__nand2b_1,6
sky130_fd_sc_hd__nor3_1,30
sky130_fd_sc_hd__clkbuf_1,498
sky130_fd_sc_hd__nand3_1,13
sky130_fd_sc_hd__buf_2,209
sky130_fd_sc_hd__o41ai_1,128
sky130_fd_sc_hd__buf_6,4
sky130_fd_sc_hd__a22oi_1,1024
sky130_fd_sc_hd__nand2_1,28
## worst max-delay path: stages
cell                      delay, ns
sky130_fd_sc_hd__buf_16        0.23
sky130_fd_sc_hd__buf_4         0.47
sky130_fd_sc_hd__buf_4         0.50
sky130_fd_sc_hd__buf_4         0.60
sky130_fd_sc_hd__buf_4         0.60
sky130_fd_sc_hd__buf_4         0.66
sky130_fd_sc_hd__buf_4         0.59
sky130_fd_sc_hd__buf_4         0.68
sky130_fd_sc_hd__buf_4         0.49
sky130_fd_sc_hd__mux4_2        0.56
sky130_fd_sc_hd__a22oi_1       0.24
sky130_fd_sc_hd__a21oi_1       0.17
sky130_fd_sc_hd__o41ai_2       0.98
sky130_fd_sc_hd__buf_4         0.26
sky130_fd_sc_hd__nand4_1       0.09
## logic make-up after synthesis
| group | count (synthesis) | synth area share (%) |
|---|---|---|
| compound gates | 1664 | 3.680 |
| flops | 8224 | 79.82 |
| mux | 2048 | 14.93 |
| simple gates | 354 | 0.4887 |
| buf+inv | 797 | 1.088 |
## layer usage
metal	up-vias	wire [um]
met1	74710	247800
met5	-	1256
met4	48	46260
li1	59000	-
met3	1562	169900
met2	10590	400700
Power figures rest on the tool's default switching activity, not on a simulated workload.
